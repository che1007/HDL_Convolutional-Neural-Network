==> design.v <==
`timescale 1ns/10ps
module  CONV(
	input				clk,
	input				reset,
	output logic		busy,	
	input				ready,	
	output logic [13:0]	iaddr,
	input  		 [7:0]	idata,	
	output logic		ioe,
	output logic		wen_L0,
	output logic		oe_L0,
	output logic [13:0]	addr_L0,
	output logic [11:0] w_data_L0,
	input  		 [11:0] r_data_L0,
	output logic 		wen_L1,
	output logic		oe_L1,
	output logic [11:0]	addr_L1,
	output logic [11:0]	w_data_L1,
	input  		 [11:0]	r_data_L1,
	output logic		oe_weight,
	output logic [15:0]	addr_weight,
	input  logic signed  [7:0]  r_data_weight,
	output logic		wen_L2,
	output logic [3:0]	addr_L2,
	output logic [31:0]	w_data_L2
	);
localparam IDLE = 3'd0;
localparam LAYER0 = 3'd1;
localparam LAYER1 = 3'd2;
localparam LAYER2 = 3'd3;
localparam W0 = 3'd4;
localparam W1 = 3'd5;
localparam W2 = 3'd6;
localparam FINISH = 3'd7;
reg [2:0] currentState, nextState;
reg [13:0] center;
reg [3:0] counter;
reg last_zeropad;
reg max_counter;
reg [5:0] max_addr_col, max_addr_row;
reg max_col, max_row;
reg signed [31:0] fc_temp, fc_temp2;
reg [12:0] fc_cnt;
reg [15:0] weight_addr;
reg [1:0] x,y;
reg signed [10:0] col1, col2, col3;
reg signed [12:0] convSum1, convSum2, convSum3;
wire signed [31:0] mul_result;
multiply u0(.clk(clk), .reset(reset), .a(r_data_weight), .b(r_data_L1), .ans(mul_result));
always @(posedge clk or posedge reset) begin
	if (reset) currentState <= IDLE;
	else currentState <= nextState;
end
always @(*) begin
	case (currentState)
		IDLE: nextState = (ready)? LAYER0 : IDLE;
		LAYER0: nextState = (counter == 4'd10)? W0 : LAYER0;
		W0: nextState = LAYER1;
		LAYER1: nextState = (max_counter)? W1 : LAYER1;
		W1: nextState = (center == 14'd16383)? LAYER2 : LAYER0;
		LAYER2: nextState = (fc_cnt == 13'd4102)? W2 : LAYER2;
		W2: nextState = (counter == 4'd9)? FINISH : LAYER2;
		FINISH: nextState = FINISH;
		default: nextState = IDLE;
	endcase
end
always @(*) begin
    case (y)
        0: begin
            col1 = ~(idata<<1)+1;
            col2 = 0;
            col3 = idata;
        end
        1: begin
            col1 = 0;
            col2 = idata;
            col3 = idata<<1;
        end
        2: begin
            col1 = idata;
            col2 = idata<<1;
            col3 = ~((idata<<1) + idata)+1;
        end
        default: begin
            col1 = 0;
            col2 = 0;
            col3 = 0;
        end
    endcase
end
always @(posedge clk or posedge reset) begin
	if (reset) begin
		busy <= 0;
		ioe <= 0;
		iaddr <= 0;
		wen_L0 <= 0;
		oe_L0 <= 0;
		addr_L0 <= 0;
		w_data_L0 <= 0;
		wen_L1 <= 0;
		oe_L1 <= 0;
		addr_L1 <= 0;
		w_data_L1 <= 0;
		oe_weight <= 0;
		addr_weight <= 0;
		wen_L2 <= 0 ;
		addr_L2 <= 0;
		w_data_L2 <= 0;
		center <= {7'd0, 7'd0};
		last_zeropad <= 0;
		counter <= 0;
		max_counter <= 0;
		max_col <= 0;
		max_row <= 0;
		max_addr_col <= 0;
		max_addr_row <= 0;
		fc_temp <= 0;
		fc_temp2 <= 0;
		fc_cnt <= 0;
		weight_addr <= 0;
        x <= 3;
        y <= 0;
        convSum1 <= 0;
        convSum2 <= 0;
        convSum3 <= 0; 
	end
	else begin
		case (currentState)
			LAYER0: begin
				busy <= 1;
				counter <= counter + 4'd1;
				ioe <= 1;
				wen_L0 <= 0;
				wen_L1 <= 0;
                case (counter)
                    2,3,5,6,8,9: y <= y + 1; 
                    1,4,7,10: begin
                        y <= 0;
                        x <= (center[6:0] != 0)? 2 : x + 1; 
                    end
                endcase
                case (x)
                    0: convSum1 <= (last_zeropad)? convSum1 : convSum1 + col1; 
                    1: begin
                        convSum1 <= (last_zeropad)? convSum1 : convSum1 + col2;
                        convSum2 <= (last_zeropad)? convSum2 : convSum2 + col1;
                    end
                    2: begin
                        convSum1 <= (last_zeropad)? convSum1 : convSum1 + col3;
                        convSum2 <= (last_zeropad)? convSum2 : convSum2 + col2;
                        convSum3 <= (last_zeropad)? convSum3 : convSum3 + col1;
                    end
                endcase
				case (counter)
					4'd1: last_zeropad <= (center[13:7]==7'd0 | center[6:0]==7'd0)? 1'd1 : 1'd0;
					4'd2: last_zeropad <= (center[6:0]==7'd0)? 1'd1: 1'd0;
					4'd3: last_zeropad <= (center[13:7]==7'd127 | center[6:0]==7'd0)? 1'd1 : 1'd0;
					4'd4: last_zeropad <= (center[13:7]==7'd0)? 1'd1: 1'd0 ;
					4'd5: last_zeropad <= 1'd0;
					4'd6: last_zeropad <= (center[13:7]==7'd127)? 1'd1 : 1'd0;
					4'd7: last_zeropad <= (center[13:7]==7'd0 | center[6:0]==7'd127)? 1'd1 : 1'd0;
					4'd8: last_zeropad <= (center[6:0]==7'd127)? 1'd1 : 1'd0;
					4'd9: last_zeropad <= (center[13:7]==7'd127 | center[6:0]==7'd127)? 1'd1 : 1'd0;
				endcase
				case (counter)
                    0,1,2: iaddr[6:0] <= center[6:0] - 7'd1;
                    3,4,5: iaddr[6:0] <= center[6:0];
                    6,7,8: iaddr[6:0] <= center[6:0] + 7'd1;
                endcase
                case (counter)
                    0,3,6: iaddr[13:7] <= center[13:7] - 7'd1;
                    1,4,7: iaddr[13:7] <= center[13:7];
                    2,5,8: iaddr[13:7] <= center[13:7] + 7'd1;
                endcase
			end
			W0: begin
				addr_L0 <= center;
				wen_L0 <= 1;
				w_data_L0 <= (convSum1[12])? 12'd0 : convSum1[11:0];			
			end
			LAYER1: begin
				oe_L0 <= 1;
				addr_L0 <= center;
				max_counter <= ~max_counter;
				if (max_row | max_col) begin
					oe_L1 <= 1;
					addr_L1 <= {max_addr_row, max_addr_col};
				end
			end
			W1: begin
				oe_L0 <= 0;
				oe_L1 <= 0;
				center <= center + 14'd1;
                x <= 3;
                convSum3 <= 0;
				if (center[6:0] == 7'd127) begin
					counter <= 0;
					max_row <= ~max_row;
                    convSum1 <= 0;
                    convSum2 <= 0; 
				end
				else begin
					counter <= 4'd6;
                    convSum1 <= convSum2;
                    convSum2 <= convSum3;
				end
				wen_L1 <= 1;
				addr_L1 <= {max_addr_row, max_addr_col};
				w_data_L1 <= (max_row | max_col)? (r_data_L0 > r_data_L1)? r_data_L0 : r_data_L1 : r_data_L0;
				max_col <= ~max_col;
				max_addr_col <= (max_col)? max_addr_col + 6'd1 : max_addr_col;
				max_addr_row <= (max_row && center[6:0] == 7'd127)? max_addr_row + 6'd1 : max_addr_row;
			end
			LAYER2: begin
				wen_L1 <= 0;
				fc_cnt <= fc_cnt + 13'd1;
				weight_addr <= weight_addr + 16'd1;
				oe_weight <= 1;
				oe_L1 <= 1;
				addr_L1 <= weight_addr[11:0];
				addr_weight <= weight_addr;
				if (fc_cnt > 6) begin
					fc_temp <= fc_temp + mul_result;
				end
			end
			W2: begin
				oe_weight <= 0;
				oe_L1 <= 0;
				wen_L2 <= 1;
				addr_L2 <= counter;
				w_data_L2 <= (fc_temp[31])? fc_temp>>>16 : fc_temp;
				fc_cnt <= 0;
				weight_addr <= weight_addr - 16'd7;
				counter <= counter + 4'd1;
				fc_temp <= 0;
			end
			FINISH: begin
				busy <= 0;
			end 
		endcase
	end
end
endmodule
module multiply (
	clk,
	reset,
	a,
	b,
	ans
);
parameter  MUL_WIDTH  = 13;
parameter  MUL_RESULT= 25;
input         clk;
input       reset;
input [7:0]     a;
input [11:0]    b;
output [31:0] ans;
wire [23:0] inv_add;
wire [6:0] inv_a;
reg                             msb;
reg                       msb_reg_0;
reg                       msb_reg_1;
reg                       msb_reg_2;
reg [MUL_WIDTH-1:0]       mul_a_reg,mul_a_reg1,mul_a_reg2,mul_a_reg3,mul_a_reg4;
reg [MUL_WIDTH-1:0]       mul_b_reg,mul_b_reg1,mul_b_reg2,mul_b_reg3,mul_b_reg4;
reg [MUL_RESULT-2:0]   stored0;
reg [MUL_RESULT-2:0]   stored1;
reg [MUL_RESULT-2:0]   stored2;
reg [MUL_RESULT-2:0]   stored3;
reg [MUL_RESULT-2:0]   stored4;
reg [MUL_RESULT-2:0]   stored5;
reg [MUL_RESULT-2:0]   stored6;
reg [MUL_RESULT-2:0]   stored7;
reg [MUL_RESULT-2:0]   stored8;
reg [MUL_RESULT-2:0]   stored9;
reg [MUL_RESULT-2:0]   stored10;
reg [MUL_RESULT-2:0]   stored11;
reg [MUL_RESULT-2:0]   out1,out2,out3;
reg [MUL_RESULT-2:0]   add1,add2,add3,add4,add5,add6;
reg [MUL_RESULT-2:0]   add;
assign inv_a = ~a[6:0] + 1;
always @(posedge clk or posedge reset) begin
	if (reset) begin
		stored0 <= 0;
		stored1 <= 0;
		stored2 <= 0;
		stored3 <= 0;
		stored4 <= 0;
		stored5 <= 0;
		stored6 <= 0;
		stored7 <= 0;
		stored8 <= 0;
		stored9 <= 0;
		stored10 <= 0;
		stored11 <= 0;
		mul_a_reg<=0;
		mul_a_reg1 <= 0;
		mul_a_reg2 <= 0;
		mul_a_reg3 <= 0;
		mul_a_reg4 <= 0;
		mul_b_reg<=0;
		mul_b_reg1 <= 0;
		mul_b_reg2 <= 0;
		mul_b_reg3 <= 0;
		mul_b_reg4 <= 0;
		add<=0;
		add1 <= 0;
		add2 <= 0;
		add3 <= 0;
		add4 <= 0;
		add5 <= 0;
		add6 <= 0;
		out1 <= 0;
		out2 <= 0;
		out3 <= 0; 
	end
	else begin
		mul_a_reg <= (a[7] == 0)? {5'b0,a} : {1'b1, {5'b0, inv_a}};
		mul_b_reg <= {1'b0, b};
		mul_a_reg1 <= mul_a_reg;
		mul_a_reg2 <= mul_a_reg1;
		mul_a_reg3 <= mul_a_reg2;
		mul_a_reg4 <= mul_a_reg3;
		mul_b_reg1 <= mul_b_reg;
		mul_b_reg2 <= mul_b_reg1;
		mul_b_reg3 <= mul_b_reg2;
		mul_b_reg4 <= mul_b_reg3;
		stored0 <= mul_b_reg[0]? {12'b0, mul_a_reg[11:0]} : 24'b0;
		stored1 <= mul_b_reg[1]? {11'b0, mul_a_reg[11:0], 1'b0} : 24'b0;
		stored2 <= mul_b_reg[2]? {10'b0, mul_a_reg[11:0], 2'b0} : 24'b0;
		stored3 <= mul_b_reg[3]? {9'b0, mul_a_reg[11:0], 3'b0} : 24'b0;
		stored4 <= mul_b_reg[4]? {8'b0, mul_a_reg[11:0], 4'b0} : 24'b0;
		stored5 <= mul_b_reg[5]? {7'b0, mul_a_reg[11:0], 5'b0} : 24'b0;
		stored6 <= mul_b_reg[6]? {6'b0, mul_a_reg[11:0], 6'b0} : 24'b0;
		stored7 <= mul_b_reg[7]? {5'b0, mul_a_reg[11:0], 7'b0} : 24'b0;
		stored8 <= mul_b_reg[8]? {4'b0, mul_a_reg[11:0], 8'b0} : 24'b0;
		stored9 <= mul_b_reg[9]? {3'b0, mul_a_reg[11:0], 9'b0} : 24'b0;
		stored10 <= mul_b_reg[10]? {2'b0, mul_a_reg[11:0], 10'b0} : 24'b0;
		stored11 <= mul_b_reg[11]? {1'b0, mul_a_reg[11:0], 11'b0} : 24'b0;
		add1 <= stored1 + stored0;
		add2 <= stored3 + stored2;
		add3 <= stored5 + stored4;
		add4 <= stored7 + stored6;
		add5 <= stored9 + stored8;
		add6 <= stored11 + stored10;
		out1 <= add1 + add2;
		out2 <= add3 + add4;
		out3 <= add5 + add6;
		add <= out1 + out2 + out3;
	end
end
assign inv_add = ~add+1;
assign ans = (mul_a_reg4==0 || mul_b_reg4==0)? 0 : (mul_a_reg4[12]==0)? {8'b0, add} : {{8{1'b1}}, inv_add};
endmodule
==> run.sh <==
#!/bin/bash
# OpenROAD 26Q1-2900-gdf79404cd8, Yosys 0.63+post, stock flow scripts
make -C /OpenROAD-flow-scripts/flow DESIGN_CONFIG=/design/flow/config.mk WORK_HOME=/design/flow/orfs finish
==> config.mk <==
export PLATFORM = sky130hd
export DESIGN_NAME = CONV
export DESIGN_NICKNAME = CONV
export VERILOG_FILES = /design/flow/design.v
export SDC_FILE = /design/flow/constraint.sdc
export NUM_CORES = 4
export LEC_CHECK = 1
export CORE_UTILIZATION = 40
==> constraint.sdc <==
current_design CONV

set clk_period 12.8
set clk_io_pct 0.2

create_clock -name clk0 -period $clk_period [get_ports {clk}]

set non_clock_inputs [all_inputs -no_clocks]
set_input_delay [expr $clk_period * $clk_io_pct] -clock clk0 $non_clock_inputs
set_output_delay [expr $clk_period * $clk_io_pct] -clock clk0 [all_outputs]
==> changes_impl.md <==
### Physical design

- Final worst setup slack: 5880 ps
- MUX share of area: 3.07%
- Chip area: 0.0723 sq mm
- Late-Pin Clk Latency: 640 ps
- Clock Skews: ~56 ps
- DRC viols: 0
- Relative max-transition margin: 35.1%
- Tool Warnings: roughly 50
- TritonCTS clock tree: built
- Synth cell types: 71
- Global Route Usage Sum: 18.6%
- Main logic family after synthesis: AND-OR/OR-AND gates
- Asr flop ratio synth: 100%
- Largest net degree at the start of global routing: 123
- Startpoint types: primary input
- Most numerous logic cell after layout: dfrtp_1
- PostCTS Resize Cnt: 0
- Vias per inst: 5.08
- Cts bufs inserted: around 60
- Layout area overhead: 17.5%
- Post-synth seq share: 49.6%
- Root buf cell: clkbuf_16
- Most used DFF post-synth: dfrtp_1
- Antenna violations before repair: 0
- Aoi share: 14.7%
- Final instance area: ~0.033 sq mm
- CP max FO: 8
- Top Layout Cells: 559 x dfrtp_1, 228 x nor2_1, 214 x ha_1, 208 x a21oi_1, 195 x nand2_1
- Synthesized flop and latch total: between 500 and 600
- Slew @ Worst Pin: 948 ps
- Lkg Pwr: 15.6 nW
- RSZ-0062 raised after global routing: no
- Pwr Density: 139 mW/mm^2
- XOR Share, Synth: under 10%
- Status: completed
- First-pass GRT wire length: 104 mm
- Final setup viols: 0
- Drt initial violations: about 1100
- Post-route clock period utilization: 54.0%
- Vias in the first global route: ~20000
- Crit. End Element: flip-flop
- Flip-flops with a built-in enable: 0
- Via Count: approximately 20000
- H-tree Lvls: 2
- # Cells Yosys: 2727
- Syn avg cell area: 10.4 sq um
- Pre-CTS WS: between 5000 and 6000 ps
- YS chip area: 0.0285 sq mm
- Layout Cells excl Fill: 3887
- Final Hold Vio Count: 0
- Total negative slack: 0 ps
- CORE AREA: 0.0703 sq mm
- Gr ovfl total: 0
- Floorplan Utilization: between 40% and 50%
- CTS sink count: 565
- Peak supply drop: 0.000115 V
- Setup Fix Bufs, Post-CTS: 0
- Final hold slack: 317 ps
- Row count: just under 100
- Die width: 269 um
- Antenna Nets Post-Route: 0
- Final WL: 62.3 mm
- And+or+nand+nor area frac: roughly an eighth
- I/O pins: 167
- Syn Inst Count: 2727
- Setup CP Type: in -> reg
- Achievable Freq: 145 MHz
- Routability cong.: 0.911
- Slew Viols, Final: 0
- # port buffers: 166
- Fillcell total: a little over 6000
- Placed cell count: roughly 3800
- Placement Cell Area: 0.0313 sq mm
- DPL Wire Length: around 44 mm
- Cell area after synthesis: 0.0285 sq mm
- Synth Area in Adders: about 11%
- Cts-stage hold buffer count: 0
- Crit path time final: 6920 ps
- Max cap viols: 0
- Max Root-Sink Buffers: 3
- Req. time, crit path: about 13000 ps
- Die Span Y: around 270 um
- Top Registers: fc_temp (32), w_data_L2 (32), u0.add (21)
- WP data arrival: 7450 ps
- Initial DRT Pass Iterations: 5
- Worst hold path type: reg -> reg
- DR WL/cell: 16.0 um
- Yosys warning tally: 2
- Final Core Density: 47.7%
- Total power: 4.67 mW
- Fraction of layout cells with a size suffix above 1: 6.99%
- CTS clk-pin slew, worst paths: roughly 60 ps
## worst max-delay path, cell delays in order
cell and delay (ps):
clkdlybuf4s50_1 690, inv_1 170, ha_1 400, nand4b_1 150
and2_0 180, a2111oi_0 820, o211a_1 290, o31ai_1 70
a32oi_1 190, a21oi_1 110, ha_1 380, and3_1 180
a311oi_1 470, o21bai_1 120, a21o_1 230, nor4_1 220
mux2i_1 130, nand3_1 100
## worst paths after layout
check	start	endpoint	slack (ps)	cells after the start
setup / recovery	idata[5]	convSum1[12]	5880	18
hold / removal	u0.mul_a_reg3[4]	u0.mul_a_reg4[4]	320	0
setup reg to reg	u0.add[3]	fc_temp[24]	8000	15
hold reg to reg	u0.mul_a_reg3[4]	u0.mul_a_reg4[4]	320	0
max in group asynchronous	reset	u0.add2[4]	8330	5
min in group asynchronous	reset	addr_L1[7]	2450	3
## metal layers
layer  global-route usage (%)  up-vias  part of all wire (%)
met3                     4.56       93                   6.5
met2                     26.8      426                    43
met5                        0        -                     0
met4                     3.44        0                   2.0
li1                         -     9862                     -
met1                     29.9     9361                    49
## layout make-up
type | instances | area [sq um] | share of cell area [%]
sequential | 565 | 14100 | 42.2
multi-input combinational | 1916 | 13400 | 40.2
timing repair buffer | 195 | 1900 | 5.69
clock buffer | 80 | 1730 | 5.16
tap | 940 | 1180 | 3.51
inverter | 158 | 597 | 1.78
clock inverter | 32 | 490 | 1.46
antenna | 1 | 2.50 | 0.00747
## kinds of logic (layout without fill, tap and decap cells)
| group | after synthesis | after routing |
|---|---|---|
| fa+ha+maj | 235 | 235 |
| compound gates | 658 | 658 |
| buf+inv | 246 | 465 |
| flops | 565 | 565 |
| other cells | 0 | 1 |
| xor+xnor | 204 | 204 |
| mux | 83 | 83 |
| simple gates | 736 | 736 |
## cells in the mapped netlist (17+ instances only)
| cell | instances | share of area (%) |
|---|---|---|
| and3_1 | 19 | 0.42 |
| fa_1 | 21 | 1.5 |
| nand2_1 | 195 | 2.6 |
| and2_1 | 91 | 2.0 |
| o31ai_1 | 24 | 0.63 |
| nor2_1 | 228 | 3.0 |
| a21o_1 | 61 | 1.6 |
| nor2b_1 | 38 | 0.83 |
| mux2i_1 | 48 | 1.7 |
| dfrtp_1 | 562 | 49 |
| xnor2_1 | 113 | 3.5 |
| xor2_1 | 91 | 2.8 |
| nand3_1 | 42 | 0.74 |
| a211oi_1 | 19 | 0.50 |
| o21ai_0 | 148 | 2.6 |
| a21oi_1 | 208 | 3.7 |
| o21bai_1 | 24 | 0.63 |
| ha_1 | 214 | 9.4 |
| clkbuf_1 | 75 | 0.99 |
| o21a_1 | 21 | 0.55 |
| nor3_1 | 35 | 0.61 |
| a31oi_1 | 26 | 0.57 |
| nor4_1 | 17 | 0.37 |
| mux2_2 | 35 | 1.4 |
| inv_1 | 158 | 2.1 |
| o22a_1 | 20 | 0.61 |
## power by group
part / total [mW] / switching (mW) / internal (mW)
clock network: 1.89 / 0.733 / 1.15
registers: 2.01 / 0.0854 / 1.92
logic: 0.773 / 0.428 / 0.345
total: 4.67 / 1.25 / 3.42
No activity file was given, so power comes from the tool's default toggle rates.
